$ cat flow/config.mk
export PLATFORM = sky130hd
export DESIGN_NAME = ReadRF
export DESIGN_NICKNAME = ReadRF
export VERILOG_FILES = /design/flow/design.v
export SDC_FILE = /design/flow/constraint.sdc
export NUM_CORES = 4
export LEC_CHECK = 1
export CORE_UTILIZATION = 30
$ cat flow/constraint.sdc
current_design ReadRF

set clk_period 14.1
set clk_io_pct 0.2

create_clock -name clk0 -period $clk_period [get_ports {clk}]

set non_clock_inputs [all_inputs -no_clocks]
set_input_delay [expr $clk_period * $clk_io_pct] -clock clk0 $non_clock_inputs
set_output_delay [expr $clk_period * $clk_io_pct] -clock clk0 [all_outputs]
$ cat flow/design.v
module YS_PWM#(parameter HZ= 50)(   
  input clk, rstn,
  input [7:0] val,  
  output out   
);
reg [32:0] clk_cnt, clks_per_cycle;
reg [16:0] clks_high_dur;   
reg out_temp;
initial begin
	clks_per_cycle=1000/HZ*48000;  
end
always @(posedge clk, negedge rstn) begin
	if (!rstn)	clk_cnt = 0;
	else if (clk_cnt < clks_per_cycle) 	begin
		clks_high_dur = 60000+val*120;   
		out = clk_cnt<clks_high_dur ? 1 : 0;  
		clk_cnt = clk_cnt+1;
	end
	else clk_cnt=0;  
end
endmodule
module ReadRF #(parameter CLKS_PER_BIT= 4992, IDLE=300)(   
  input clk, rstn, in,												  
  output out_led,
  output reg [7:0] servo_out,
  output reg [7:0] esc_out
);
reg [9:0] data_all;   
reg [7:0] data_temp, data[5];  
reg start_bit, end_bit;
reg [4:0] data_bits_cnt;  
reg [3:0] data_cnt;  
reg [16:0] high_cnt;  
reg [32:0] clk_cnt;   
reg in_prev;
initial begin
	in_prev=1;
	data_bits_cnt=0;   
	data_cnt=0;			 
	servo_out='h64; esc_out='h64;  
end
always @(posedge clk, negedge rstn) begin
	if (!rstn)	clk_cnt = CLKS_PER_BIT;
	else if (clk_cnt==0) 	begin
		clk_cnt=CLKS_PER_BIT;  
		if(in) begin
			if(high_cnt<10000) high_cnt=high_cnt+1;  
			else begin servo_out='h64; esc_out='h64; data_bits_cnt=0; data_cnt=0; end  
		end
		else high_cnt=0; 
		if(high_cnt>IDLE) begin
			data_cnt=0;
			data_bits_cnt=0;
		end
		else begin
			data_all[data_bits_cnt]=in;
			data_bits_cnt=data_bits_cnt+1;
			if(data_bits_cnt>=10) begin
				data_bits_cnt=0;
				{end_bit, data[data_cnt], start_bit} = data_all;
				#3 if(start_bit || !end_bit) data[data_cnt]='h64;  
				data_cnt = data_cnt+1;
				#5 if(data_cnt>=5) begin   
					if( data[0]=='hff && data[1]=='hff && data[2]+data[3]==data[4]) begin  
						out_led=~out_led;  
						servo_out=data[2];  
						esc_out=data[3];  
					end 
					else begin  
						servo_out='h64;  
						esc_out='h64;
					end
					data_cnt=0;
				end
			end
		end
	end  
	else begin
		clk_cnt = clk_cnt-1;
		if(!in && high_cnt>IDLE && in!=in_prev) 	 
			clk_cnt = CLKS_PER_BIT>>1;										 
		in_prev<=in;
	end
end
endmodule
$ cat flow/run.sh
#!/bin/bash
# OpenROAD 26Q1-2900-gdf79404cd8, Yosys 0.63+post, stock flow scripts
make -C /OpenROAD-flow-scripts/flow DESIGN_CONFIG=/design/flow/config.mk WORK_HOME=/design/flow/orfs finish
==> results.sh <==
# source this file to load flow results
export IMPL_p_int_mw=0.749
export IMPL_area_leaders="edfxtp_1, dfrtp_1, nand2_1, xnor2_1, nor2_1"
export IMPL_synth_ff_latch_count=127
export IMPL_clock_tree_root_cell="clkbuf_16"
export IMPL_hold_depth=1
export IMPL_global_route_wire_length_before_repair_mm=28.7
export IMPL_final_hold_viol_count=0
export IMPL_die_w_um=161
export IMPL_mappedNetlistArea_um2=7590
export IMPL_criticalPathCategory="primary input to register"
export IMPL_power_switching_fraction_pct=22.6
export IMPL_cts_made_buffers=17
export IMPL_via_count=5675
export IMPL_synthSimpleGateAreaFrac_pct=20.4
export IMPL_post_route_min_period_ns=10.18
export IMPL_tool_warnings=31
export IMPL_numPortBuffers=19
export IMPL_drc=0
export IMPL_synth_area_per_cell_um2=10.1
export IMPL_grt_setup_unrepaired="false"
export IMPL_clk_pin_slew_worst_paths_ns=0.06
export IMPL_n_fill_cell=2388
export IMPL_ys_top_logic_family="simple AND/OR/NAND/NOR gates"
export IMPL_worstPathArrival_ns=10.28
export IMPL_slew_limit_fails=0
export IMPL_final_antenna_net_count=0
export IMPL_setup_violations_final=0
export IMPL_seqPwrFrac_pct=43.2
export IMPL_synth_cells_yosys=750
export IMPL_number_of_global_route_vias_before_repair=5503
export IMPL_tns_ns=0
export IMPL_antenna_violations_before_repair=0
export IMPL_die_area_um2=25900
export IMPL_syn_inst_count=750
export IMPL_xor_share_pct=6.72
export IMPL_dominantRegCellSynth="edfxtp_1"
export IMPL_gr_usage_all_layers_pct=14.2
export IMPL_fp_coreArea_um2=24600
export IMPL_worstRegToRegCells=27
export IMPL_flow_area_growth_from_synthesis_pct=15.5
export IMPL_worst_setup_path_start_kind="primary input"
export IMPL_netSwitchingPower_mw=0.219
export IMPL_post_cts_repair_setup_buffers=0
export IMPL_fmax_ghz=0.0982
export IMPL_route_detailed_vias_per_inst=5.12
export IMPL_max_slew_margin_rel_pct=48.2
export IMPL_crit_path_end_kind="register"
export IMPL_fin_area_um2=8770
export IMPL_final_min_period_over_clock_period_pct=72.2
export IMPL_drive_above_1_share_pct=11.8
export IMPL_postRouteWirelength_mm=17.0
export IMPL_first_pass_iters=5
export IMPL_synthDistinctLibCells=98
export IMPL_maxCapViolCount=0
export IMPL_path_max_fanout=23
export IMPL_clock_path_buffers=2
export IMPL_irDropWorstVdd_uv=92.5
export IMPL_floorplan_core_util_pct=30.9
export IMPL_cts_hold_buf=0
export IMPL_worst_skew_pair_late_latency_ns=0.42
export IMPL_enable_flop_cells=94
export IMPL_r2r_setup_slack_ns=5.64
export IMPL_tritoncts="yes"
export IMPL_synth_top_cell_by_area="edfxtp_1"
export IMPL_detailed_place_area_um2=8110
export IMPL_worstHoldPathType="register to register"
export IMPL_chipHeight_um=161
export IMPL_p_clk_share_pct=50.6
export IMPL_drt_initial_drc_count=414
export IMPL_standard_cell_row_count=57
export IMPL_num_io_pins=20
export IMPL_top_signal_layer_used="met4"
export IMPL_detailed_place_hpwl_mm=11.6
export IMPL_yosys_area_share_adder_pct=3.23
export IMPL_worst_hold_path_endpoint="clk_cnt[0]"
export IMPL_crit_required_ns=14.20
export IMPL_mux_share_pct=1.07
export IMPL_power_frac_comb_pct=6.2
export IMPL_cts_repair_resized=0
export IMPL_drt_wirelength_per_cell_um=15.4
export IMPL_ys_sh_aoi_pct=16.4
export IMPL_post_synth_top_area_fraction_pct=37.2
export IMPL_run_status="finished clean"
export IMPL_timing_hold_worst_start="clk_cnt[0]"
export IMPL_grt_max_degree=44
export IMPL_grt_remaining_overflow=0
export IMPL_tritoncts_num_sinks=127
export IMPL_diodes=0
export IMPL_synth_warnings=3
export IMPL_yosysSeqAreaShare_pct=48.1
export IMPL_met3_wirelength_um=862
export IMPL_worst_slew_pin_slew_ns=0.770
export IMPL_leakage_nw=3.22
export IMPL_met2WireLength_mm=7.50
export IMPL_r2r_path_start="high_cnt[6]"
export IMPL_met1_length_mm=8.46
export IMPL_worst_r2r_endpoint="out_led"
export IMPL_cts_htree_levels=4
export IMPL_yosys_stat_area_um2=7590
export IMPL_area_sequential_um2=3650
export IMPL_comb_area_um2=3650
export IMPL_clock_skew_final_ns=0.0126
export IMPL_routabilityCongestion=0.910
export IMPL_pwr_per_cell_area_nw_per_um2=110
export IMPL_ys_async_sr_fraction_pct=26.0
[kinds of logic after synthesis]
family | after synthesis
muxes | 8
adders and majority gates | 19
other | 1
AOI/OAI and AO/OA | 172
buffers and inverters | 59
DFF | 127
xor gates and xnor gates | 55
and+or+nand+nor | 309
[placed cells by master (no fill, tap or decap), types with 19 or more instances in the layout]
cell type / count
dfrtp_1: 29
inv_1: 30
xnor2_1: 35
nand2_1: 93
nor2_1: 77
o21ai_0: 41
clkdlybuf4s50_1: 19
nand3_1: 24
a21oi_1: 38
edfxtp_1: 94
[synthesized netlist by cell type, drive strengths merged, types with 18 or more instances]
cell / count
xnor2: 35
o21ai: 45
ha: 18
nor3: 19
nor2: 78
nand2: 95
inv: 30
xor2: 18
a21oi: 40
edfxtp: 94
nand3: 24
dfrtp: 29
[critical path, cell delays in order]
cell and delay, ns:
clkdlybuf4s50_1 0.46, buf_4 0.29, nand2_1 0.26, nand2_1 0.20
ha_1 0.34, nor2_1 0.26, nand3_1 0.13, o311ai_1 0.10
o21ai_1 0.10, a31oi_1 0.15, buf_4 0.21, inv_1 0.07
a21oi_1 0.45, nand2_1 0.26, o21ai_0 0.41, ha_1 0.26
inv_1 0.06, fa_1 0.40, xor2_1 0.38, xor2_1 0.19
o2111ai_1 0.12, o31ai_1 0.33, nand4_1 0.11, or4_1 0.53
a2111o_1 0.43, or3_1 0.63, a2111oi_4 0.31
[layer usage]
metal	up-vias	global-route usage, %
met5	-	0
met2	142	21.0
met4	0	1.72
met1	2719	22.5
li1	2799	-
met3	15	3.25
[how the worst max path moves through the flow]
stage                 startpoint      end  cells past startpoint  slack, ns
after CTS                     in  out_led                     27       3.99
after global routing          in  out_led                     27       3.36
final                         in  out_led                     27       3.92
[sequential cells by signal, indices dropped and copies added, names as in the netlist]
signal and count:
clk_cnt 33, data 40, data_all 10, data_bits_cnt 5
data_cnt 4, esc_out 8, high_cnt 17, in_prev 1
out_led 1, servo_out 8
[metrics by stage]
stage               setup slack (ns)  hold WS, ns  std cells  util, %  power, mW
floorplan                       5.52        0.428        750        -      0.469
global placement                3.59        0.453       1077     33.0      0.483
detailed placement              3.61        0.458       1077     33.0      0.484
CTS                             3.99        0.473       1109     35.6      0.977
global route                    3.36        0.515       1109     35.6       1.00
finish                          3.92        0.471       1109     35.6      0.968
[power by group through the flow]
stage	Combinational, mW	Sequential [mW]	Clock (mW)
4_1_cts	0.0603	0.418	0.499
5_1_grt	0.0685	0.419	0.516
6_report	0.0602	0.418	0.490
[final cells by class]
| class | count | area share [%] |
|---|---|---|
| clock buffer | 17 | 4.85 |
| clock inverter | 15 | 2.65 |
| inverter | 30 | 1.28 |
| multi-input combinational | 564 | 41.6 |
| sequential | 127 | 41.7 |
| tap | 324 | 4.62 |
| timing repair buffer | 32 | 3.28 |
Power is estimated from default activity; no workload was simulated.
